===== /design/flow/run.sh =====
#!/bin/bash
# OpenROAD 26Q1-2900-gdf79404cd8, Yosys 0.63+post, stock flow scripts
make -C /OpenROAD-flow-scripts/flow DESIGN_CONFIG=/design/flow/config.mk WORK_HOME=/design/flow/orfs finish

===== /design/flow/config.mk =====
export PLATFORM = sky130hd
export DESIGN_NAME = ALU
export DESIGN_NICKNAME = ALU
export VERILOG_FILES = /design/flow/design.v
export SDC_FILE = /design/flow/constraint.sdc
export NUM_CORES = 4
export LEC_CHECK = 1
export CORE_UTILIZATION = 50

===== /design/flow/constraint.sdc =====
current_design ALU

set clk_period 13.2
set clk_io_pct 0.2

create_clock -name clk0 -period $clk_period

set non_clock_inputs [all_inputs -no_clocks]
set_input_delay [expr $clk_period * $clk_io_pct] -clock clk0 $non_clock_inputs
set_output_delay [expr $clk_period * $clk_io_pct] -clock clk0 [all_outputs]

===== /design/flow/design.v =====
module ALU(
    input [2:0] ALUop, 
    input [31:0] A, B, 
    output reg [31:0] result, 
    output reg zero);
  always @(*) begin
    case (ALUop)
      3'b000: begin
        result = A + B;   
        zero = (A == B);  
      end
      3'b001: result = A - B;   
      3'b010: result = A & B;   
      3'b011: result = A | B;   
      3'b100: result = A < B;   
      default: result = 32'b0; 
    endcase
    if (ALUop != 3'b000) zero = (result == 0); 
  end
endmodule

==> Changelog: implementation <==
## Flow update

* Crit-path leading delay family: AND-OR/OR-AND gates
* Fillers at 946
* Data required, critical path at 10.56 ns
* Hold Crit Class: input pin to output port
* Max incr delay on CP at 0.58 ns
* CP Cell Sequence: clkdlybuf4s50_1, inv_1, ha_1, nor3_1, nand2_1, a21oi_1, o2111ai_1, a2111oi_2, or4b_2, a31oi_1, a2111o_1, nor4_1, nand3_1, nand2_1, clkdlybuf4s50_1
* Yosys cell count at 836
* Clock Buffer Count at 0
* Dominant logic cell type in the layout: ha_1
* Synth logic family: AND-OR/OR-AND gates
* CP Capture Type: output port
* Avg Cell Area, Syn at 6.56 um2
* I/O pin total at 100
* OpenROAD warning count at 102
* Initial antenna violation count at 0
* First-pass GRT wire length at 29800 um
* Final setup violation count at 0
* Post-DP HPWL at 15000 um
* Via density at 6.33
* Overall Global Routing Usage at 0.331
* Synthesis warning total at 1
* Layout cells sized above 1 at 0.0402
* Max-cap violations at 0
* Startpoint types: input pin
* Yosys cell types at 76
* Vias in the first global route at 5883
* XOR/XNOR Area Share at 0.0208
* GPL Wtd Cong at 1.02
* Unrepaired setup endpoints after global routing: false
* Mux area share at 0.0267
* Power Density at 42.0 nW/um2
* Routed Antenna Nets at 0
* Pwr Total at 0.000274 W
* FF+latch area at 0 um2
* Adder share at 0.238
* Cell count after synthesis at 836
* Seq/Total Area, Yosys at 0
* Highest clock rate at 0.100 GHz
* Die extent in y at 107 um
* Peak supply drop at 0.0206 mV
* Registers at 0
* Logic area at 4940 um2
* CTS Hold Buffers Added at 0
* Die Width at 107 um
* Resized cells post-CTS at 0
* Leakage at 2.95 nW
* Hold Vio Cnt, Final at 0
* Simple share at 0.262
* Remaining Overflow, GRT at 0
* Setup TNS Final at 0 ns
* Area grow syn2layout at 19.0%
* Hold_ws at 6.54 ns
* Count of standard-cell rows at 37
* Most frequent cells in the layout: ha_1 (101), clkdlybuf4s50_1 (100), inv_1 (91)
* Post-route clock period utilization at 0.755
* Avg WL per Cell at 18.2 um
* Crit Path Max Fanout at 9
* Via count at 6524
* Setup Fix Bufs, Post-CTS at 0
* DRT Pass-1 Iters at 7
* Kind of critical path: input pin to output port
* Slew @ Worst Pin at 0.855 ns
* Slew HR at 0.415
* Largest net degree at the start of global routing at 49
* Buf+Inv Stages, Crit Path at 3
* Ant diodes at 0
* IO Port Bufs at 100
* Final Max Slew Viols at 0
* Post-layout min period at 9.97 ns
* Status: complete, no violations
* Yosys Chip Area at 5480 um2
* Chip area at 11400 um2
* DRC violations left at 0
* DRT iter0 DRCs at 491
* Total Wirelength at 18800 um
* Mapped Area at 5480 um2
* CP arrival at 7.33 ns
* CP max-delay cell: a2111oi_2
* Core area at 10500 um2
* FP Core Util at 0.524
* Yosys aoi share at 0.353
==> metal layers <==
| metal | up-vias | global-route usage | part of all wire |
|---|---|---|---|
| met5 | - | 0 | 0 |
| met4 | 0 | 0.107 | 0.029 |
| met3 | 46 | 0.0384 | 0.083 |
| met2 | 344 | 0.510 | 0.43 |
| met1 | 2962 | 0.480 | 0.45 |
| li1 | 3172 | - | - |
==> cell usage after synthesis (6+ instances only) <==
library cell | n | share of area
a211oi_1 | 12 | 0.016
a21o_1 | 11 | 0.015
a21oi_1 | 77 | 0.070
a31oi_1 | 11 | 0.013
and2_1 | 8 | 0.0091
and3_1 | 8 | 0.0091
buf_1 | 9 | 0.0062
clkbuf_1 | 35 | 0.024
ha_1 | 101 | 0.23
inv_1 | 91 | 0.062
mux2i_1 | 9 | 0.016
nand2_1 | 69 | 0.047
nand2b_1 | 7 | 0.0080
nand3_1 | 20 | 0.018
nand4_1 | 11 | 0.013
nor2_1 | 70 | 0.048
nor2b_1 | 15 | 0.017
nor3_1 | 26 | 0.024
nor4_1 | 16 | 0.018
o211ai_1 | 17 | 0.023
o21a_1 | 10 | 0.014
o21ai_0 | 48 | 0.044
o21bai_1 | 7 | 0.0096
o311ai_0 | 7 | 0.011
o31ai_1 | 9 | 0.012
or2_2 | 6 | 0.0069
or3_1 | 8 | 0.0091
xnor2_1 | 9 | 0.014
==> report_power, final <==
part	internal [W]	leakage [nW]	switching [W]
Clock	0	0	0
Sequential	0	0	0
Combinational	0.000118	2.95	0.000156
==> worst min-delay path, delay by kind of cell <==
kind	cells	cell delay, ns
adders and majority gates	1	0.20
and+or+nand+nor	1	0.06
buffers and inverters	2	0.86
AOI/OAI and AO/OA	1	0.14
==> path summary, 6_finish.rpt <==
check / start / end / slack, ns / depth (start not counted)
max: A[3] / zero / 3.23 / 15
min: B[8] / result[8] / 6.54 / 5
==> through the flow <==
stage / cell area (um2) / util / setup WS (ns) / instances
floorplan: 5480 / - / 4.99 / 836
CTS: 6520 / 0.623 / 3.28 / 1031
finish: 6520 / 0.623 / 3.23 / 1031
global placement: 6520 / 0.623 / 3.29 / 1031
global route: 6520 / 0.623 / 2.92 / 1031
detailed placement: 6520 / 0.623 / 3.29 / 1031
==> cell families after synthesis <==
family | count (synthesis)
and+or+nand+nor | 286
AOI/OAI and AO/OA | 279
buffers and inverters | 141
adders and majority gates | 103
muxes | 14
xor gates and xnor gates | 13
==> cell type report <==
class	instances	share of cell area
Timing Repair Buffer	109	0.164
Multi-Input combinational cell	695	0.758
Inverter	91	0.0524
Tap cell	136	0.0261
Power is estimated from default activity; no workload was simulated.
