<file path="design/flow/run.sh">
#!/bin/bash
# OpenROAD 26Q1-2900-gdf79404cd8, Yosys 0.63+post, stock flow scripts
make -C /OpenROAD-flow-scripts/flow DESIGN_CONFIG=/design/flow/config.mk WORK_HOME=/design/flow/orfs finish
</file>
<file path="design/flow/config.mk">
export PLATFORM = sky130hd
export DESIGN_NAME = InstructionMemory
export DESIGN_NICKNAME = InstructionMemory
export VERILOG_FILES = /design/flow/design.v
export SDC_FILE = /design/flow/constraint.sdc
export NUM_CORES = 4
export LEC_CHECK = 1
export CORE_AREA = 10 10 97 97
export DIE_AREA = 0 0 107 107
export SYNTH_MEMORY_MAX_BITS = 65536
</file>
<file path="design/flow/constraint.sdc">
current_design InstructionMemory

set clk_period 3.8
set clk_io_pct 0.2

create_clock -name clk0 -period $clk_period [get_ports {clk}]

set non_clock_inputs [all_inputs -no_clocks]
set_input_delay [expr $clk_period * $clk_io_pct] -clock clk0 $non_clock_inputs
set_output_delay [expr $clk_period * $clk_io_pct] -clock clk0 [all_outputs]
</file>
<file path="design/flow/design.v">
module InstructionMemory (
    input wire [31:0] pc_address,
    input wire clk,
    output reg [31:0] instruction 
);
parameter MEM_SIZE = 1024;  
reg [31:0] memory [0:(MEM_SIZE)];
reg [31:0] default_instruction = 32'hDEADBEEF;
initial begin
    memory[0] = 32'b00100000000010000000000000100000;  
    memory[1] = 32'b00100000000010010000000000110111;  
	memory[2] = 32'b00000001000010011000000000100100;  
	memory[3] = 32'b00000001000010011000000000100101;  
	memory[4] = 32'b10101100000100000000000000000100;  
	memory[5] = 32'b10101100000010000000000000001000;  
	memory[6] = 32'b00000001000010011000100000100000;  
	memory[7] = 32'b00000001000010011001000000100010;  
	memory[8] = 32'b00010010001100100000000000001001;  
	memory[9] = 32'b10001100000100010000000000000100;  
	memory[10]= 32'b00110010001100100000000001001000;  
	memory[11] =32'b00010010001100100000000000001001;  
	memory[12] =32'b10001100000100110000000000001000;  
	memory[13] =32'b00010010000100110000000000001010;  
	memory[14] =32'b00000010010100011010000000101010;  
	memory[15] =32'b00010010100000000000000000001111;  
	memory[16] =32'b00000010001000001001000000100000;  
	memory[17] =32'b00001000000000000000000000001110;  
	memory[18] =32'b00100000000010000000000000000000;  
	memory[19] =32'b00100000000010010000000000000000;  
	memory[20] =32'b00001000000000000000000000011111;  
	memory[21] =32'b00100000000010000000000000000001;  
	memory[22] =32'b00100000000010010000000000000001;  
	memory[23] =32'b00001000000000000000000000011111;  
	memory[24] =32'b00100000000010000000000000000010;  
	memory[25] =32'b00100000000010010000000000000010;  
	memory[26] =32'b00001000000000000000000000011111;  
	memory[27] =32'b00100000000010000000000000000011;  
	memory[28] =32'b00100000000010010000000000000011;  
	memory[29] =32'b00001000000000000000000000011111;  
end
always @(posedge clk) begin
    begin
        if (pc_address < MEM_SIZE)
            instruction <= memory[pc_address];
        else
            instruction <= default_instruction;
    end
end
endmodule
</file>
==> flow_summary.toml <==
# physical design summary
[clock_network]
cts_resized = 0
cts_root_buffer = "clkbuf_8"
ctsHoldBuffers = 0
htree_num_levels = 1
cts_setup_buffers = 0
cts_buffers = 3
tritoncts = "done"
cts_sinks = 25
cts.clk_slew.worst_paths_ns = 0.08
clockBufferDepth = 2

[synthesis]
ys_seq_elements = 25
yosysChipArea_sq_um = 1330
yosys_warnings = 1
synth_cell_type_count = 43
ys_cells = 152
netlist_instances = 152
yosysSeqAreaShare = 0.376
syn_area_sq_um = 1330
synth.avg_cell_area_sq_um = 8.76

[finish]
fillCellCount = 780
final_common_cell = "clkdlybuf4s50_1"
fin_area_sq_um = 2000
largest_reg_flops = 25
layout_top_cells = "clkdlybuf4s50_1 (57), dfxtp_1 (25), nor2_1 (12), a21oi_1 (12)"
top_register = "instruction"
logic_area_sq_um = 709
drive_above_1_share = 0.0700
seq_area_sq_um = 500
area_growth_syn_to_layout_pct = 50.4
largest_registers = "instruction: 25 flops"

[sta]
hold_viol = 0
fmax_ghz = 0.371
rsz0062_at_grt = "no"
setup_viol = 0
fin_crit_ns = 2.70
finalCritPeriodShare = 0.709
setup_tns_ns = 0
tightestPinTransition_ns = 0.690
slew_headroom = 0.538
slew_viol_final = 0

[place]
io_buffers = 57
gp_congestion = 0.880
hpwl_um = 3060
placed_area_sq_um = 1960

[setup_path]
critPathSlowestCell = "clkdlybuf4s50_1"
path_buffers = 2
cp_top_family = "buffers and inverters"
critical_path_arrival_ns = 2.83
critical_path.max_stage_delay_ns = 0.75
crit_chain = "clkdlybuf4s50_1, inv_1, ha_1, nor2_1, a21oi_1, a211o_1, o2111ai_1"
crit_path_end_kind = "flip-flop"
critPathLaunchType = "input pin"
critPathRequiredTime_ns = 3.93
timing_worst_setup_path_type = "input pin to flip-flop"
critPathMaxFanout = 10

[grt]
grt_pass1_wl_um = 6220
grt_start_max_net_pins = 26
grt-ovfl-total = 0
grt_usage = 0.0640
grt_pass1_vias = 1256
antenna_found_initial = 0

[detailed_routing]
ant_nets = 0
wl_per_cell_um = 12.7
diodes = 0
dr.pass1.iters = 4
vias_per_cell = 4.20
vias = 1255
drc = 0
drt-total-wl_um = 3810
drt_iter0_drc = 65

[floorplan]
io_pins = 65
floorplan.rows = 31
initCoreUtil = 0.183
fp.dieH_um = 107
die_w_um = 107
core-area_sq_um = 7290
die-area_sq_um = 11400

[power_and_ir_drop]
vdd_drop_max_mv = 0.0962
power.density_nw_per_um2 = 252
p_leak_uw = 0.000734

[min_path]
hp-class = "input pin to flip-flop"

[status]
status = "finished, final reports clean"

[job]
warnings = 36
drv_cap = 0
==> metrics by stage <==
| stage | util | setup WS (ns) | hold WS, ns | power (uW) | std cells |
|---|---|---|---|---|---|
| 4_1_cts | 0.275 | 1.14 | 1.16 | 512 | 299 |
| 3_5_place_dp | 0.268 | 0.857 | 1.43 | 362 | 295 |
| 3_3_place_gp | 0.268 | 0.871 | 1.43 | 362 | 295 |
| 5_1_grt | 0.275 | 0.970 | 1.18 | 532 | 299 |
| 2_1_floorplan | - | 1.74 | 0.858 | 320 | 153 |
| 6_report | 0.275 | 1.10 | 1.16 | 505 | 299 |
==> cell usage after synthesis <==
library cell,number,area [sq um]
a21oi_1,12,60.1
o2111ai_1,1,8.76
buf_1,1,3.75
a211oi_1,1,7.51
o21a_1,1,7.51
a2111oi_4,1,27.5
ha_1,7,87.6
o22a_1,1,8.76
a221oi_1,1,8.76
nor2b_1,4,25.0
conb_1,1,3.75
o31ai_1,2,15.0
a22oi_1,2,15.0
o221ai_1,1,8.76
a31oi_1,1,6.26
a32oi_1,1,8.76
inv_1,5,18.8
or4_4,1,11.3
nand3b_1,2,15.0
a2bb2oi_1,2,17.5
mux4_2,1,22.5
a31o_2,1,8.76
nor4_4,1,21.3
nand4_1,1,6.26
nor4_1,4,25.0
buf_4,9,67.6
o211ai_1,3,22.5
dfxtp_1,25,500
inv_2,1,3.75
a211o_1,1,8.76
nor2_1,12,45.0
and3_1,3,18.8
o21ai_0,9,45.0
nand2_1,9,33.8
mux2i_1,1,10.0
nand3_1,5,25.0
and4_1,1,8.76
o221a_2,1,11.3
a21o_1,2,15.0
clkbuf_1,7,26.3
buf_2,1,5.00
nor3_1,2,10.0
nand2b_1,4,25.0
==> cell type report <==
| class | count | area share |
|---|---|---|
| Inverter | 6 | 0.0113 |
| Tap cell | 99 | 0.0619 |
| Multi-Input combinational cell | 104 | 0.354 |
| Clock buffer | 4 | 0.0225 |
| Timing Repair Buffer | 61 | 0.300 |
| Sequential cell | 25 | 0.250 |
==> layer usage <==
metal  track usage  wire length [um]  up-vias
li1              -                 -      632
met1        0.0762              1470      573
met4        0.0174                83        0
met3        0.0182               321        8
met5             0                 0        -
met2         0.110              1940       42
==> cells by family (layout without fill, tap and decap cells) <==
kind of cell | after synthesis | in the layout | synth area share
compound gates | 44 | 44 | 0.234
mux | 2 | 2 | 0.0244
other cells | 1 | 2 | 0.00282
flops | 25 | 25 | 0.376
fa+ha+maj | 7 | 7 | 0.0658
buf+inv | 24 | 71 | 0.0940
simple gates | 49 | 49 | 0.203
==> power breakdown <==
part           internal, uW  switching (uW)
sequential              262       0.0000284
combinational          48.5            46.4
clock                  74.7            74.1
==> worst paths after layout <==
| check | startpoint | slack, ns | to | cells past startpoint |
|---|---|---|---|---|
| worst max-delay path | pc_address[1] | 1.10 | instruction[2] | 7 |
| worst min-delay path | pc_address[19] | 1.16 | instruction[21] | 3 |
Power figures rest on the tool's default switching activity, not on a simulated workload.
