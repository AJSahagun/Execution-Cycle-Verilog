===== flow/config.mk =====
export PLATFORM = sky130hd
export DESIGN_NAME = RegisterFile
export DESIGN_NICKNAME = RegisterFile
export VERILOG_FILES = /design/flow/design.v
export SDC_FILE = /design/flow/constraint.sdc
export NUM_CORES = 4
export LEC_CHECK = 1
export CORE_UTILIZATION = 40

===== flow/constraint.sdc =====
current_design RegisterFile

set clk_period 5.1
set clk_io_pct 0.2

create_clock -name clk0 -period $clk_period [get_ports {clk}]

set non_clock_inputs [all_inputs -no_clocks]
set_input_delay [expr $clk_period * $clk_io_pct] -clock clk0 $non_clock_inputs
set_output_delay [expr $clk_period * $clk_io_pct] -clock clk0 [all_outputs]

===== flow/design.v =====
module RegisterFile(
    input [4:0] rs1_addr, rs2_addr, rd_addr,  
    input [31:0] write_data, 
    input clk, reg_write,
    output [31:0] rs1_data, rs2_data 
);
  reg [31:0] registers [31:0]; 
  always @(posedge clk) begin
    if (reg_write) 
      registers[rd_addr] <= write_data;
  end
  assign rs1_data = registers[rs1_addr];
  assign rs2_data = registers[rs2_addr];
endmodule

===== flow/run.sh =====
#!/bin/bash
# OpenROAD 26Q1-2900-gdf79404cd8, Yosys 0.63+post, stock flow scripts
make -C /OpenROAD-flow-scripts/flow DESIGN_CONFIG=/design/flow/config.mk WORK_HOME=/design/flow/orfs finish

==> metrics.cfg <==
[layout]
top_regs=registers: 1024 flops
syn_to_final_growth_pct=15.6
post-route-util_pct=46.8
largest_reg_flops=1024
regMostFlops=registers
drive_gt1_share_pct=11.2
fillCellCount=10400
mostFrequentLayoutCells=1024 x mux2i_1, 1024 x edfxtp_1, 194 x nand3_1
final_area_um2=56400

[placed_design]
place_congestion=0.891
hpwlAfterDp_mm=89.3
place_area_um2=53100
io_buffers=112

[global_routing]
use_met3_pct=15.4
grt-ovfl-total=0
busiest_layer=met2
met1_usage_pct=34.0
grt_max_degree=80
use_met2_pct=40.1
grtUsageTotal_pct=26.6
grt_pass1_vias=32100
antenna_found_initial=4
grt_pass1_wl_mm=219

[setup_path]
critical_path_arrival_ps=3790
worstSetupPathType=primary input to output port
critPathMaxFanout=13
cp-end-kind=output port
cp.required_ps=4080
start_kind=primary input

[cts]
cts_buffers=105
ctsLongestPathBuffers=3
root_buffer=clkbuf_16
cts_resized=0
cts_tree=done
cts.clk_slew.worst_paths_ps=60
htree_num_levels=3
cts_sinks=1024
cts_setup_buffers=0
ctsHoldBuffers=0

[logic_synthesis]
netlist_area_um2=48800
synth_seq_share_pct=63.0
synthCells=3386
numSynthFlops=1024
ys_chip_area_um2=48800
top_area_cell=edfxtp_1
synthArstFlopShare_pct=0
avgSynthCellArea_um2=14.4
ys_types=23
ff_type=edfxtp_1
ys_cells=3386
topCellsByArea=edfxtp_1 63%, mux2i_1 21%, a22oi_1 3.0%
top_area_share_pct=63.0
yosys_warnings=1
synth-edff-count=1024

[flow_run]
tool_warnings=26
drv_cap=0

[die]
coreArea_um2=120000
placementRows=127
chipArea_um2=123000
die_w_um=351
fp_util_pct=40.5
ioPinCount=113
die_h_um=351

[pwr]
leakagePower_uw=0.0208
combPwrFrac_pct=9.7
ir_drop_v=0.000298
internal-power_uw=14500
power_frac_seq_pct=50.1
switching_share_pct=22.9
power_density_nw_per_um2=333
p_clk_share_pct=40.2
switchingPower_uw=4300

[sta]
hold_viol=0
tightestPinTransition_ps=849
clock.fmax_ghz=0.208
period_used_pct=94.2
setup_viol=0
rsz0062_at_grt=no
fin_crit_ps=4810
slew_headroom_pct=43.4
final_max_slew_viol_count=0
setup-tns-final_ps=0

[status]
status=completed

[drt]
antenna_left=0
dr.pass1.iters=6
detail_route.vias_per_cell=5.93
drt-initial-drc-count=2127
wire_per_inst_um=29.0
vias=31200
route.detailed.drc=0
routed_wl_mm=153

[min_path]
worstHoldPathType=primary input to flop

stage by stage:
step | setup slack (ps) | std cells | power [uW] | hold slack (ps)
after floorplan | 1650 | 3386 | 10500 | 1120
after global placement | 355 | 5076 | 11400 | 1840
after detailed placement | 323 | 5076 | 11400 | 1850
after CTS | 324 | 5264 | 18900 | 1130
after global routing | 147 | 5265 | 19300 | 1170
final | 294 | 5266 | 18800 | 1160
worst paths after layout:
| kind | depth (start not counted) | end | start | slack (ps) |
|---|---|---|---|---|
| setup / recovery | 7 | rs2_data[2] | rs2_addr[3] | 290 |
| hold / removal | 2 | registers[0][1] | write_data[1] | 1160 |
area by class of cell:
class	instances	area [um^2]	area share, %
multi-input cells	2109	16800	29.7
clock inverters	59	554	0.983
repair buffers	331	3510	6.23
well taps	1612	2020	3.58
clock buffers	129	2780	4.93
flip-flops and latches	1024	30700	54.5
diodes	2	5.00	0.00887
power groups by stage:
stage | combinational (uW) | clock, uW | sequential, uW
after CTS | 1810 | 7650 | 9400
after global routing | 1930 | 7960 | 9410
final | 1820 | 7550 | 9400
logic make-up after synthesis:
group | share of synthesized area (%)
multiplexers | 21.0
AND-OR/OR-AND | 8.04
flip-flops | 63.0
AND/OR/NAND/NOR | 4.71
buffers and inverters | 3.21
Yosys cell counts (4+ instances only):
cell	n
edfxtp_1	1024
mux2i_1	1024
nand2_1	195
nand3_1	194
a21oi_1	192
a22oi_1	192
a22o_1	128
clkbuf_1	86
buf_2	70
a31oi_1	64
nor3_1	64
buf_4	47
buf_6	45
nor2_1	35
nand3b_1	5
clkbuf_4	4
nand2b_1	4
nor2b_1	4
critical path, stage by stage:
cell	delay [ps]
clkdlybuf4s50_1	610
or2_2	370
buf_4	390
nor3_1	120
a31oi_1	330
nand3_1	400
clkdlybuf4s50_1	530
per-layer routing:
| metal | share of wire (%) | wire length, um | up-vias |
|---|---|---|---|
| met3 | 14 | 21600 | 296 |
| met4 | 3.4 | 5250 | 6 |
| met5 | 0.046 | 70 | - |
| met1 | 36 | 54500 | 15500 |
| met2 | 47 | 71200 | 1673 |
| li1 | - | - | 13800 |
Power and IR drop assume default switching activity.
